$ cat ./config.mk
export PLATFORM = sky130hd
export DESIGN_NAME = Buf2
export DESIGN_NICKNAME = Buf2
export VERILOG_FILES = /design/flow/design.v
export SDC_FILE = /design/flow/constraint.sdc
export NUM_CORES = 4
export LEC_CHECK = 1
export CORE_AREA = 10 10 174 174
export DIE_AREA = 0 0 184 184
$ cat ./constraint.sdc
current_design Buf2

set clk_period 1.0
set clk_io_pct 0.2

create_clock -name clk0 -period $clk_period [get_ports {clk}]

set non_clock_inputs [all_inputs -no_clocks]
set_input_delay [expr $clk_period * $clk_io_pct] -clock clk0 $non_clock_inputs
set_output_delay [expr $clk_period * $clk_io_pct] -clock clk0 [all_outputs]
$ cat ./design.v
`timescale 1ns/1ns
module Buf2(
	input clk,
	input jump,
	input [27:0]shift_2,
	input [1:0]WB,
	input [2:0]M,
	input [4:0]EX,
	input [31:0]A,
	input [31:0]B,
	input [31:0]C,
	input [31:0]D,
	input [4:0]E,
	input [4:0]F,
	output reg [1:0]WBSal,
	output reg [2:0]MSal,
	output reg RegDst,
	output reg [2:0]ALUOp,
	output reg ALUSrc,
	output reg [31:0]ASal,
	output reg [31:0]BSal,
	output reg [31:0]CSal,
	output reg [31:0]DSal,
	output reg [4:0]ESal,
	output reg [4:0]FSal,
	output reg [31:0]Shift_2Sal,
	output reg jumpsal
);
initial 
begin	
	WBSal = 2'd0;
	MSal = 3'd0;
	RegDst = 1'd0;
	ALUOp = 3'd0;
	ALUSrc = 1'd0;
	ASal = 32'd0;
	BSal = 32'd0;
	CSal = 32'd0;
	DSal = 32'd0;
	ESal = 5'd0;
	FSal = 5'd0;
	Shift_2Sal = 32'd0;
	jumpsal = 1'b0;
end
always @(posedge clk)                                                                                               
begin 
	WBSal = WB;
	MSal = M;
	RegDst = EX[4];
	ALUOp = EX[3:1];
	ALUSrc = EX[0];
	ASal = A;
	BSal = B;
	CSal = C;
	DSal = D;
	ESal = E;
	FSal = F;
	Shift_2Sal = {A[31:28] ,shift_2};
	jumpsal = jump;
end
endmodule
$ cat ./run.sh
#!/bin/bash
# OpenROAD 26Q1-2900-gdf79404cd8, Yosys 0.63+post, stock flow scripts
make -C /OpenROAD-flow-scripts/flow DESIGN_CONFIG=/design/flow/config.mk WORK_HOME=/design/flow/orfs finish
==> reports/metrics.yaml <==
cellPowerDensity_nw_per_um2: 2051
power.share.sequential_pct: 50.3
leakagePower_nw: 3.177
die_h_um: 184
ys_seq_share_pct: 99.16
yosys_warnings: 1
place_congestion: 0.7570
fin_ws_ps: -46.43
antenna_found_initial: 2
synth-cells-yosys: 181
drt-initial-drc-count: 36
comb_power_share_pct: 7.0
drive_gt1_share_pct: 43.11
critPathCaptureType: "primary output"
synth_area_um2: 3573
path_class: "reg2out"
hold_violations: 0
critPathMaxStageDelay_ps: 320
path_depth: 1
port-buffer-count: 358
rows: 59
fp.dieW_um: 184
totalWireLength_mm: 15.36
violations: "setup timing"
drc: 0
gr-total-overflow: 0
ir_drop_v: 0.0009261
grt_pass1_wl_mm: 21.38
internal_power_w: 0.01177
root_buffer: "clkbuf_16"
fp_util_pct: 13.60
slew_headroom_pct: 88.22
cts_setup_buffers: 0
rsz0062_at_grt: "true"
status: "finished, violations left"
cts_buffer_depth: 2
numCtsBuffers: 17
finalSetupViolations: 179
cts.sink_count: 177
viasPerCell: 2.997
finalCriticalPeriod_ps: 1046
hold_start: "B[15]"
synthToLayoutAreaGrowth_pct: 103.9
switchingPower_w: 0.003177
comb_cells: 0
ios: 359
htreeDepth: 4
logic_area_um2: 0
vias: 2700
crit_fanout: 1
finalSetupTns_ps: -3318
swShare_pct: 21.25
die-area_um2: 33860
finalClockPeriodUsage_pct: 104.6
grt_use_total_pct: 8.739
crit_family: "flip-flops"
grt_start_max_net_pins: 17
syn_area_per_cell_um2: 19.74
avgRoutedWirePerCell_um: 17.04
max_freq_ghz: 0.9556
synth_top_area_share_pct: 99.16
max_cap_viol_count: 0
path_cells: "buf_2"
synth_top_cell_by_count: "dfxtp_1"
ys.flop_type: "dfxtp_1"
hold_end: "BSal[15]"
crit_buf_inv: 1
core_area_um2: 26280
first_pass_iters: 3
grt_pass1_vias: 3009
p_clk_share_pct: 42.7
cts.clk_slew.worst_paths_ps: 70
slew_viol_final: 0
hp-class: "in2reg"
synth_cell_types: 2
ys_ff: 177
tightest_slew_ps: 176.7
worstPathRequired_ps: 800
critical_path_arrival_ps: 850
cp_slowest_cell: "dfxtp_2"
diodes: 0
topCellsByArea: "dfxtp_1 (99%), buf_4 (0.84%)"
async_flop_share_pct: 0
warnings: 27
ys_top_cells_by_count: "dfxtp_1 (177), buf_4 (4)"
syn_inst: 181
ant_nets: 0
post-dp-hpwl_mm: 12.95
edf_count: 0
cts_tree: "done"
yosysTopAreaCell: "dfxtp_1"
whs_path_depth: 1
num-fill-cells: 2730
crit_path_start_kind: "register"
yosysChipArea_um2: 3573
timing.hold.ws_ps: 210.2
## power groups by stage
stage	Sequential (W)	Combinational, W	Clock [W]
final	0.00752	0.00105	0.00638
after global routing	0.00756	0.00115	0.00702
after CTS	0.00752	0.00108	0.00672
## cell usage in the layout (no fill, tap or decap)
master	Yosys	layout
clkbuf_16	0	17
clkbuf_1	0	2
inv_8	0	2
buf_2	0	174
clkdlybuf4s50_1	0	177
inv_6	0	2
clkinvlp_4	0	3
bufinv_16	0	1
dfxtp_2	0	34
buf_6	0	7
dfxtp_1	177	143
clkinv_4	0	4
## cell type report
type / instances / area, µm² / area share (%)
sequential: 177 / 3586 / 49.21
timing repair buffer: 358 / 2721 / 37.35
clock buffer: 19 / 432.9 / 5.941
tap: 335 / 419.2 / 5.752
clock inverter: 12 / 127.6 / 1.751
## state kept, by name, indices dropped and copies added (netlist names)
register    cells
BSal           32
CSal           32
DSal           32
Shift_2Sal     31
ASal           29
ESal            5
FSal            5
ALUOp           3
MSal            3
WBSal           2
ALUSrc          1
RegDst          1
jumpsal         1
## routing by layer
layer / up-vias / track usage [%] / routed length (µm)
met4: 2 / 0.5900 / 87
met2: 204 / 14.45 / 7384
met5: - / 0 / 13
met1: 1184 / 9.210 / 5271
li1: 1301 / - / -
met3: 9 / 6.371 / 2597
## how the worst max path moves through the flow
stage	start	endpoint	slack, ps
CTS	ASal[8]	ASal[8]	-90
global route	BSal[31]	BSal[31]	-100
finish	BSal[15]	BSal[15]	-50
## repair_timing
item                                    4_1_cts  5_1_grt
endpoints found under the setup margin      181      181
gates cloned                                  0        0
gates resized                               620       10
hold buffers                                  0        0
## logic make-up (layout without fill, tap and decap cells)
kind of cell,after synthesis,after routing,share of synthesized area [%]
buffers and inverters,4,389,0.8404
DFF,177,177,99.16
## stage by stage
step	util, %	cell area [µm²]	cells	power (W)	setup WS, ps
after floorplan	-	3573	181	0.007586	420.2
after global placement	28.71	7546	870	0.009111	-86.17
after detailed placement	28.71	7546	870	0.009116	-76.34
after CTS	27.64	7264	901	0.01533	-86.36
after global routing	27.73	7287	901	0.01572	-102.3
final	27.73	7287	901	0.01495	-46.43
Power and IR drop assume default switching activity.
